`flow/design.v`:
```
`timescale 1ns/10ps
module  CONV(
	input		clk,
	input		reset,
	output	reg	busy,	
	input		ready,	
	output	reg	[11:0] iaddr,
	input	[19:0] idata,	
	output	reg 	cwr,
	output	reg 	[11:0] caddr_wr,
	output	reg 	[19:0] cdata_wr,
	output	reg 	crd,
	output	reg 	[11:0] caddr_rd,
	input	 	[19:0] cdata_rd,
	output	reg 	[2:0] csel
	);
parameter signed ker0_0 = 20'h0A89E;       
parameter signed ker1_0 = 20'hFDB55;       
parameter signed ker0_1 = 20'h092D5;       
parameter signed ker1_1 = 20'h02992;       
parameter signed ker0_2 = 20'h06D43;      
parameter signed ker1_2 = 20'hFC994;      
parameter signed ker0_3 = 20'h01004;      
parameter signed ker1_3 = 20'h050FD;      
parameter signed ker0_4 = 20'hF8F71;      
parameter signed ker1_4 = 20'h02F20;      
parameter signed ker0_5 = 20'hF6E54;      
parameter signed ker1_5 = 20'h0202D;      
parameter signed ker0_6 = 20'hFA6D7;      
parameter signed ker1_6 = 20'h03BD7;      
parameter signed ker0_7 = 20'hFC834;      
parameter signed ker1_7 = 20'hFD369;      
parameter signed ker0_8 = 20'hFAC19;      
parameter signed ker1_8 = 20'h05E68;      
parameter signed bias_ker0 = 20'h01310;      
parameter signed bias_ker1 = 20'hF7295;      
reg [4:0] cur_st, nxt_st;
parameter IDLE = 5'd0,
			CONV_0 = 5'd1,
			WAIT_CONV_0 = 5'd2,
			CONV_1 = 5'd3,
			WAIT_CONV_1 = 5'd4,
			CONV_2 = 5'd5,
			WAIT_CONV_2 = 5'd6,
			CONV_3 = 5'd7,
			WAIT_CONV_3 = 5'd8,
			CONV_4 = 5'd9,
			WAIT_CONV_4 = 5'd10,
			CONV_5 = 5'd11,
			WAIT_CONV_5 = 5'd12,
			CONV_6 = 5'd13,
			WAIT_CONV_6 = 5'd14,
			CONV_7 = 5'd15,
			WAIT_CONV_7 = 5'd16,
			CONV_8 = 5'd17,
			WAIT_CONV_8 = 5'd18,
			CONV_FINISH = 5'd19,
			MAX_KER0_LOAD = 5'd20,
			MAX_KER0_OUT = 5'd21,
			MAX_KER1_LOAD = 5'd22,
			MAX_KER1_OUT = 5'd23,
			MAX_FINISH = 5'd24,
			FLAT_KER0_LOAD = 5'd25,
			FLAT_KER0_OUT = 5'd26,
			FLAT_KER1_LOAD = 5'd27,
			FLAT_KER1_OUT = 5'd28,
			ALL_FINISH = 5'd29;
reg signed [19:0] idata_reg;
reg signed [19:0] conv_mul_a;
reg signed [19:0] ker0_weight, ker1_weight;
reg signed [39:0] conv_ker0_mul, conv_ker1_mul;
reg signed [39:0] conv_ker0_mul_reg, conv_ker1_mul_reg;
wire signed [19:0] conv_ker0_mul_reg_before, conv_ker1_mul_reg_before;
wire signed [19:0] conv_ker0_mul_reg_20bit, conv_ker1_mul_reg_20bit;
reg signed [19:0] conv_ker0_result, conv_ker1_result;
reg [3:0] counter_one_pixel;
reg [5:0] ptr_x, ptr_y;
reg conv_finsih, max_finsih;
reg [2:0] counter_layer1;
reg [4:0] layer1_ptr_x, layer1_ptr_y;
reg [10:0] layer2_addr;
reg [19:0] layer1_reg;
always@(posedge clk or posedge reset)
if(reset)
	cur_st <= IDLE;
else
	cur_st <= nxt_st;
always@(*)
case(cur_st)
	IDLE     : nxt_st = (ready)? CONV_0 : IDLE;
	CONV_0   : nxt_st = (counter_one_pixel==4'd10)? WAIT_CONV_0 : CONV_0;
	WAIT_CONV_0 : nxt_st = CONV_1;
	CONV_1   : nxt_st = (counter_one_pixel==4'd10)? WAIT_CONV_1 : CONV_1;
	WAIT_CONV_1 : nxt_st = (ptr_x==6'd62)? CONV_2 : CONV_1;
	CONV_2   : nxt_st = (counter_one_pixel==4'd10)? WAIT_CONV_2 : CONV_2;
	WAIT_CONV_2 : nxt_st = CONV_3;
	CONV_3   : nxt_st = (counter_one_pixel==4'd10)? WAIT_CONV_3 : CONV_3;
	WAIT_CONV_3 : nxt_st = CONV_4;
	CONV_4   : nxt_st = (counter_one_pixel==4'd10)? WAIT_CONV_4 : CONV_4;
	WAIT_CONV_4 : nxt_st = (ptr_x==6'd62)? CONV_5 : CONV_4;
	CONV_5   : nxt_st = (counter_one_pixel==4'd10)? WAIT_CONV_5 : CONV_5;
	WAIT_CONV_5 : nxt_st = (ptr_y==6'd62 && ptr_x==6'd63)? CONV_6 : CONV_3;
	CONV_6   : nxt_st = (counter_one_pixel==4'd10)? WAIT_CONV_6 : CONV_6;
	WAIT_CONV_6 : nxt_st = CONV_7;
	CONV_7   : nxt_st = (counter_one_pixel==4'd10)? WAIT_CONV_7 : CONV_7;
	WAIT_CONV_7 : nxt_st = (ptr_x==6'd62)? CONV_8 : CONV_7;
	CONV_8   : nxt_st = (counter_one_pixel==4'd10)? WAIT_CONV_8 : CONV_8;
	WAIT_CONV_8 : nxt_st = CONV_FINISH;
	CONV_FINISH : nxt_st = MAX_KER0_LOAD;
	MAX_KER0_LOAD : nxt_st = (counter_layer1==3'd4)? MAX_KER0_OUT : MAX_KER0_LOAD;
	MAX_KER0_OUT : nxt_st = MAX_KER1_LOAD;
	MAX_KER1_LOAD : nxt_st = (counter_layer1==3'd4)? MAX_KER1_OUT : MAX_KER1_LOAD;
	MAX_KER1_OUT : nxt_st = (layer1_ptr_x==5'd31 && layer1_ptr_y==5'd31)? MAX_FINISH : MAX_KER0_LOAD;
	MAX_FINISH : nxt_st = FLAT_KER0_LOAD;
	FLAT_KER0_LOAD : nxt_st = FLAT_KER0_OUT;
	FLAT_KER0_OUT : nxt_st = FLAT_KER1_LOAD;
	FLAT_KER1_LOAD : nxt_st = FLAT_KER1_OUT;
	FLAT_KER1_OUT : nxt_st = (layer1_ptr_x==5'd31 && layer1_ptr_y==5'd31)? ALL_FINISH : FLAT_KER0_LOAD;
	default  : nxt_st = ALL_FINISH;
endcase
always@(posedge clk or posedge reset)
if(reset)
	counter_one_pixel <= 4'd0;
else if(counter_one_pixel==4'd11 || conv_finsih)
	counter_one_pixel <= 4'd0;
else if(cur_st!=IDLE)
	counter_one_pixel <= counter_one_pixel + 1;
always@(posedge clk or posedge reset)
if(reset)
begin
	ptr_x <= 0;
	ptr_y <= 0;
end
else if(counter_one_pixel==4'd11)
	if(ptr_x==6'd63)
	begin
		ptr_x <= 0;
		ptr_y <= ptr_y+1;
	end
	else
		ptr_x <= ptr_x+1;
always@(*)
case(counter_one_pixel)
	4'd0 : iaddr = {ptr_y-1'd1, ptr_x-1'd1};
	4'd1 : iaddr = {ptr_y-1'd1, ptr_x};
	4'd2 : iaddr = {ptr_y-1'd1, ptr_x+1'd1};
	4'd3 : iaddr = {ptr_y, ptr_x-1'd1};
	4'd4 : iaddr = {ptr_y, ptr_x};	
	4'd5 : iaddr = {ptr_y, ptr_x+1'd1};	
	4'd6 : iaddr = {ptr_y+1'd1, ptr_x-1'd1};	
	4'd7 : iaddr = {ptr_y+1'd1, ptr_x};
	4'd8 : iaddr = {ptr_y+1'd1, ptr_x+1'd1};
	default : iaddr = 0; 
endcase	
always@(posedge clk)
	idata_reg <= idata;
always@(*)
case({cur_st, counter_one_pixel})
	{CONV_0,4'd1}, {CONV_0,4'd2}, {CONV_0,4'd3}, {CONV_0,4'd4}, {CONV_0,4'd7}   :  conv_mul_a = 0;
	{CONV_1,4'd1}, {CONV_1,4'd2}, {CONV_1,4'd3} :  conv_mul_a = 0;
	{CONV_2,4'd1}, {CONV_2,4'd2}, {CONV_2,4'd3}, {CONV_2,4'd6}, {CONV_2,4'd9} :  conv_mul_a = 0;
	{CONV_3,4'd1}, {CONV_3,4'd4}, {CONV_3,4'd7} :  conv_mul_a = 0;
	{CONV_5,4'd3}, {CONV_5,4'd6}, {CONV_5,4'd9} :  conv_mul_a = 0;
	{CONV_6,4'd1}, {CONV_6,4'd4}, {CONV_6,4'd7}, {CONV_6,4'd8}, {CONV_6,4'd9} :  conv_mul_a = 0;
	{CONV_7,4'd7}, {CONV_7,4'd8}, {CONV_7,4'd9} :  conv_mul_a = 0;
	{CONV_8,4'd3}, {CONV_8,4'd6}, {CONV_8,4'd7}, {CONV_8,4'd8}, {CONV_8,4'd9} :  conv_mul_a = 0;
	default : conv_mul_a = idata_reg; 
endcase		
always@(*)
case(counter_one_pixel)
	4'd1 : ker0_weight = ker0_0;
	4'd2 : ker0_weight = ker0_1;
	4'd3 : ker0_weight = ker0_2;
	4'd4 : ker0_weight = ker0_3;
	4'd5 : ker0_weight = ker0_4;	
	4'd6 : ker0_weight = ker0_5;	
	4'd7 : ker0_weight = ker0_6;	
	4'd8 : ker0_weight = ker0_7;
	4'd9 : ker0_weight = ker0_8;
	default : ker0_weight = 0; 
endcase
always@(*)
case(counter_one_pixel)
	4'd1 : ker1_weight = ker1_0;
	4'd2 : ker1_weight = ker1_1;
	4'd3 : ker1_weight = ker1_2;
	4'd4 : ker1_weight = ker1_3;
	4'd5 : ker1_weight = ker1_4;	
	4'd6 : ker1_weight = ker1_5;	
	4'd7 : ker1_weight = ker1_6;	
	4'd8 : ker1_weight = ker1_7;
	4'd9 : ker1_weight = ker1_8;
	default : ker1_weight = 0; 
endcase
always@(*)
	conv_ker0_mul = conv_mul_a * ker0_weight;
always@(*)
	conv_ker1_mul = conv_mul_a * ker1_weight;
always@(posedge clk or posedge reset)
if(reset)
	conv_ker0_mul_reg <= 0;
else if(counter_one_pixel==0)
	conv_ker0_mul_reg <= 0;
else if(counter_one_pixel!=0)
	conv_ker0_mul_reg <= conv_ker0_mul_reg + conv_ker0_mul;
always@(posedge clk or posedge reset)
if(reset)
	conv_ker1_mul_reg <= 0;
else if(counter_one_pixel==0)
	conv_ker1_mul_reg <= 0;
else if(counter_one_pixel!=0)
	conv_ker1_mul_reg <= conv_ker1_mul_reg + conv_ker1_mul;
always@(posedge clk or posedge reset)
if(reset)
	conv_finsih <= 0;
else if(cur_st==CONV_FINISH)
	conv_finsih <= 1;
always@(posedge clk or posedge reset) 
if(reset)
	cwr <= 0;
else if(counter_one_pixel==4'd10 || counter_one_pixel==4'd11 || (((cur_st==MAX_KER0_LOAD)||(cur_st==MAX_KER1_LOAD))&&counter_layer1==3'd4) || (cur_st==FLAT_KER0_LOAD || cur_st==FLAT_KER1_LOAD))
	cwr <= 1;
else
	cwr <= 0;
always@(posedge clk or posedge reset) 
if(reset)
	caddr_wr <= 0;
else
	caddr_wr <= (conv_finsih)? (cur_st==FLAT_KER0_LOAD || cur_st==FLAT_KER1_LOAD)? layer2_addr : {layer1_ptr_y,layer1_ptr_x} :{ptr_y, ptr_x};
assign conv_ker0_mul_reg_before = conv_ker0_mul_reg[35:16];
assign conv_ker1_mul_reg_before = conv_ker1_mul_reg[35:16];
assign conv_ker0_mul_reg_20bit = (conv_ker0_mul_reg[15])? conv_ker0_mul_reg_before + 1'd1 : conv_ker0_mul_reg_before;
assign conv_ker1_mul_reg_20bit = (conv_ker1_mul_reg[15])? conv_ker1_mul_reg_before + 1'd1 : conv_ker1_mul_reg_before;
always@(*)
	conv_ker0_result = conv_ker0_mul_reg_20bit + bias_ker0;
always@(*)
	conv_ker1_result = conv_ker1_mul_reg_20bit + bias_ker1;
always@(posedge clk)
if(cur_st==CONV_0 || cur_st==CONV_1 || cur_st==CONV_2 || cur_st==CONV_3 || cur_st==CONV_4 || cur_st==CONV_5 || cur_st==CONV_6 || cur_st==CONV_7 || cur_st==CONV_8)
	cdata_wr <=  (conv_ker0_result[19])? 0 : conv_ker0_result;
else if(cur_st==WAIT_CONV_0 || cur_st==WAIT_CONV_1 || cur_st==WAIT_CONV_2 || cur_st==WAIT_CONV_3 || cur_st==WAIT_CONV_4 || cur_st==WAIT_CONV_5 || cur_st==WAIT_CONV_6 || cur_st==WAIT_CONV_7 || cur_st==WAIT_CONV_8)
	cdata_wr <=  (conv_ker1_result[19])? 0 : conv_ker1_result;
else if((cur_st==MAX_KER0_LOAD || cur_st==MAX_KER1_LOAD) && counter_layer1== 3'd4)
	cdata_wr <= layer1_reg;
else if(layer1_ptr_x==0 && layer1_ptr_y==0 &&cur_st==FLAT_KER0_LOAD)
	cdata_wr <= 0;
else if(cur_st==FLAT_KER0_LOAD || cur_st==FLAT_KER1_LOAD) 
	cdata_wr <= cdata_rd;
always@(posedge clk or posedge reset)
if(reset)
	csel <= 0;
else if(counter_one_pixel==4'd10)
	csel <= 3'b001;
else if(counter_one_pixel==4'd11)
	csel <= 3'b010;
else if(nxt_st==MAX_KER0_LOAD)
	csel <= 3'b001;
else if(nxt_st==MAX_KER1_LOAD)
	csel <= 3'b010;
else if(nxt_st==MAX_KER0_OUT)
	csel <= 3'b011;
else if(nxt_st==MAX_KER1_OUT)
	csel <= 3'b100;
else if(cur_st==MAX_FINISH || cur_st==FLAT_KER1_OUT)
	csel <= 3'b011;
else if(cur_st==FLAT_KER0_OUT)
	csel <= 3'b100;
else if(cur_st==FLAT_KER0_LOAD || cur_st==FLAT_KER1_LOAD)
	csel <= 3'b101;
always@(posedge clk or posedge reset)
if(reset)
	counter_layer1 <= 0;
else if(counter_layer1==3'd5)
	counter_layer1 <= 0;
else if(cur_st==MAX_KER0_LOAD || cur_st==MAX_KER1_LOAD)
	counter_layer1 <= counter_layer1 +1;
always@(posedge clk or posedge reset)
if(reset)
begin
	layer1_ptr_x <= 0;
	layer1_ptr_y <= 0;
end
else if((cur_st==MAX_KER1_OUT &&counter_layer1==3'd5) || cur_st==FLAT_KER1_OUT)
begin
	if(layer1_ptr_x==5'd31)
	begin
		layer1_ptr_y <= layer1_ptr_y + 1;
		layer1_ptr_x <= 0;
	end
	else
		layer1_ptr_x <= layer1_ptr_x + 1;
end
always@(posedge clk or posedge reset)
if(reset)
	crd <= 0;
else if((cur_st==MAX_KER0_OUT || cur_st==MAX_KER1_OUT) || ((cur_st==MAX_KER0_LOAD ||cur_st==MAX_KER1_LOAD)&&counter_layer1<=3'd2) || (cur_st==MAX_FINISH || cur_st==FLAT_KER0_OUT || cur_st==FLAT_KER1_OUT))
	crd <= 1;
else
	crd <= 0;
always@(*)
case(counter_layer1)
	2'd0 : caddr_rd = (max_finsih)? {layer1_ptr_y, layer1_ptr_x} : {layer1_ptr_y,1'd0, layer1_ptr_x,1'd0}; 
	2'd1 : caddr_rd = {layer1_ptr_y,1'd0, layer1_ptr_x,1'd1};
	2'd2 : caddr_rd = {layer1_ptr_y,1'd1, layer1_ptr_x,1'd0};
	2'd3 : caddr_rd = {layer1_ptr_y,1'd1, layer1_ptr_x,1'd1};
	default : caddr_rd = 0;
endcase
always@(posedge clk or posedge reset)
if(reset)
	layer1_reg <= 20'd0;
else if((layer1_ptr_x==0 &&layer1_ptr_y==0 && cur_st==MAX_KER0_LOAD )||(cur_st==MAX_KER0_OUT || cur_st==MAX_KER1_OUT))
	layer1_reg <= 20'd0;
else if(cur_st==MAX_KER0_LOAD || cur_st==MAX_KER1_LOAD)
	if(cdata_rd>=layer1_reg)
		layer1_reg <= cdata_rd;
always@(posedge clk or posedge reset)
if(reset)
	max_finsih <= 0;
else if(cur_st==MAX_FINISH)
	max_finsih <= 1;	
always@(*)
case(cur_st)
	FLAT_KER0_LOAD : layer2_addr = {layer1_ptr_y,layer1_ptr_x,1'd0};
	FLAT_KER1_LOAD : layer2_addr = {layer1_ptr_y,layer1_ptr_x,1'd1};
	default : layer2_addr = {layer1_ptr_y,layer1_ptr_x}; 
endcase
always@(posedge clk or posedge reset)
if(reset)
	busy <= 0;
else if(ready)
	busy <= 1;
else if(cur_st==ALL_FINISH)
	busy <= 0;
endmodule
```
`flow/run.sh`:
```
#!/bin/bash
# OpenROAD 26Q1-2900-gdf79404cd8, Yosys 0.63+post, stock flow scripts
make -C /OpenROAD-flow-scripts/flow DESIGN_CONFIG=/design/flow/config.mk WORK_HOME=/design/flow/orfs finish
```
`flow/config.mk`:
```
export PLATFORM = sky130hd
export DESIGN_NAME = CONV
export DESIGN_NICKNAME = CONV
export VERILOG_FILES = /design/flow/design.v
export SDC_FILE = /design/flow/constraint.sdc
export NUM_CORES = 4
export LEC_CHECK = 1
export CORE_UTILIZATION = 30
```
`flow/constraint.sdc`:
```
current_design CONV

set clk_period 24.8
set clk_io_pct 0.2

create_clock -name clk0 -period $clk_period [get_ports {clk}]

set non_clock_inputs [all_inputs -no_clocks]
set_input_delay [expr $clk_period * $clk_io_pct] -clock clk0 $non_clock_inputs
set_output_delay [expr $clk_period * $clk_io_pct] -clock clk0 [all_outputs]
```
==> results.yml <==
# synthesis and place-and-route metrics
status:
  status: "completed"
timing:
  finalSetupViolCount: 0
  hold_ws_ns: 0.5117
  rsz0062_at_grt: "no"
  fin_skew_ns: 0.01968
  period_used_pct: 47.00
  slew_headroom_pct: 33.92
  tns_ns: 0
  hold_viol_final: 0
  maxSlewViolCount: 0
  period_needed_ns: 11.66
  tightestPinTransition_ns: 0.9887
  fin_ws_ns: 13.14
  timing.fmax_ghz: 0.08579
routing:
  wl_met3_microns: 13910
  top_layer: "met5"
  wl_met1_microns: 50020
  n_antenna_cell: 0
  vias: 31710
  routed_wl_microns: 128100
  post-route-drc-count: 0
  drtIter0Drc: 1702
  dr_wl_met2_microns: 57560
  first_pass_iters: 5
  drt-wirelength-per-cell_microns: 19.36
  via_per_inst: 4.791
  ant_nets: 0
clock_tree:
  post_cts_resized: 0
  clk_latency_ns: 0.53
  clk_pin_slew_worst_paths_ns: 0.09
  post-cts-setup-buffers: 0
  cts_hold_buffers: 0
  clock-root-buffer: "clkbuf_16"
  clk_path_buf_depth: 2
  cts_buffers: 17
  cts_sinks: 186
  htree_levels: 4
  tritoncts: "yes"
floorplanning:
  core_area_sq_um: 137800
  die_width_microns: 375.3
  fp_util_pct: 30.34
  die_h_microns: 375.3
  die_area_sq_um: 140900
  rows: 136
  pin_count: 105
logic_synthesis:
  synth_top_cell_by_count: "inv_1"
  top_cell_area_share_pct: 40.12
  synthFlopType: "dfrtp_1"
  syn_inst: 4810
  synth_area_leader_cell: "fa_1"
  async_reset_ff_share_pct: 78.49
  syn_area_sq_um: 41820
  ys_ff: 186
  yosysSeqAreaShare_pct: 11.13
  ys_cells: 4810
  synth_cell_type_count: 95
  edf_count: 20
  syn_avg_cell_area_sq_um: 8.694
  ys_area_sq_um: 41820
  common_cells: "inv_1, fa_1, nand2_1"
  top_cells_by_area: "fa_1, inv_1, dfrtp_1, ha_1, nand2_1"
  yosys_warnings: 1
grt:
  grtUsageTotal_pct: 19.73
  grt_overflow: 0
  grt_pass1_vias: 33520
  grt_max_degree: 68
  grt_pass1_wl_microns: 200500
  antenna_found_initial: 3
setup_path:
  end_kind: "flop"
  cp_max_fo: 49
  slowest_delay_ns: 0.70
  arrival_ns: 12.05
  startpoint_type: "flop"
  cpMostUsedCell: "fa_1"
  critPathKind: "flop to flop"
  cp.required_ns: 25.20
  cp_slowest_cell: "or4_1"
placement:
  postPlaceCellArea_sq_um: 44940
  hpwlAfterDp_microns: 105900
  dp_cells: 6585
  place_ws_ns: 13.43
  portBuffers: 104
  place.gp.congestion: 1.032
cells_and_area:
  nFillCells: 14240
  final_area_sq_um: 45580
  layout-drive-gt1-share_pct: 3.815
  syn_to_final_growth_pct: 9.003
  fin_cells: 6617
flow_run:
  log.warning_count: 41
  max-cap-violations: 0
worst_hold_path:
  hp-class: "flop to flop"
[layer usage]
layer	track usage (%)	vias up
met5	0.5146	-
met4	7.439	10
met3	8.913	218
met2	29.25	1192
met1	25.73	15760
li1	-	14530
[path summary, 6_finish.rpt]
| kind | endpoint | slack [ns] | from | depth (start not counted) |
|---|---|---|---|---|
| setup / recovery | conv_ker0_mul_reg[35] | 13.14 | counter_one_pixel[0] | 32 |
| hold / removal | layer1_reg[1] | 0.51 | layer1_reg[1] | 1 |
| setup reg to reg | conv_ker0_mul_reg[35] | 13.14 | counter_one_pixel[0] | 32 |
| hold reg to reg | layer1_reg[1] | 0.51 | layer1_reg[1] | 1 |
| max in group asynchronous | conv_ker1_mul_reg[10] | 18.07 | reset | 4 |
| min in group asynchronous | layer1_reg[18] | 4.91 | reset | 2 |
[layout make-up]
cell class / count / area [sq um] / area share, %
Clock inverter: 15 / 217.7 / 0.4776
Sequential cell: 186 / 4656 / 10.21
Clock buffer: 17 / 425.4 / 0.9333
Multi-Input combinational cell: 3173 / 31660 / 69.45
Timing Repair Buffer: 197 / 1739 / 3.816
Tap cell: 1794 / 2245 / 4.925
Inverter: 1235 / 4641 / 10.18
[through the flow]
step                      utilization, %
after floorplan                        -
after global placement             32.60
after detailed placement           32.60
after CTS                          33.07
after global routing               33.07
final                              33.07
[critical path, delay by kind of cell (launching register included)]
kind / cells / cell delay (ns)
xor+xnor: 1 / 0.21
simple gates: 7 / 2.46
buf+inv: 8 / 1.67
compound gates: 7 / 2.10
fa+ha+maj: 9 / 4.39
flops: 1 / 0.63
[cells in the final DEF, fill, tap and decap left out, drive strengths merged, types with 23 or more instances in the layout]
cell / instances
xnor2: 119
buf: 93
nor3: 52
a22oi: 23
nand2: 516
nand3: 50
and2: 47
and3: 44
clkdlybuf4s50: 104
a21o: 48
o21a: 27
a211oi: 26
a21oi: 135
fa: 838
nand2b: 37
a22o: 23
ha: 288
inv: 1245
nor2: 442
a31oi: 26
xor2: 44
nor2b: 24
o21ai: 98
dfrtp: 146
[cell families after synthesis]
logic type / after synthesis / synth area share (%)
and+or+nand+nor: 1320 / 14.18
xor gates and xnor gates: 164 / 3.513
DFF: 186 / 11.13
AOI/OAI and AO/OA: 543 / 8.686
muxes: 19 / 0.4638
adders and majority gates: 1127 / 48.76
buffers and inverters: 1451 / 13.27
